File: /design/flow/run.sh
#!/bin/bash
# OpenROAD 26Q1-2900-gdf79404cd8, Yosys 0.63+post, stock flow scripts
make -C /OpenROAD-flow-scripts/flow DESIGN_CONFIG=/design/flow/config.mk WORK_HOME=/design/flow/orfs finish
File: /design/flow/config.mk
export PLATFORM = sky130hd
export DESIGN_NAME = Divider
export DESIGN_NICKNAME = Divider
export VERILOG_FILES = /design/flow/design.v
export SDC_FILE = /design/flow/constraint.sdc
export NUM_CORES = 4
export LEC_CHECK = 1
export CORE_UTILIZATION = 30
File: /design/flow/constraint.sdc
current_design Divider

set clk_period 4.1
set clk_io_pct 0.2

create_clock -name clk0 -period $clk_period [get_ports {clk}]

set non_clock_inputs [all_inputs -no_clocks]
set_input_delay [expr $clk_period * $clk_io_pct] -clock clk0 $non_clock_inputs
set_output_delay [expr $clk_period * $clk_io_pct] -clock clk0 [all_outputs]
File: /design/flow/design.v
`timescale 1ns/1ns
module AddSub (A, B, mode, SUM, cout);
parameter size = 5;
input [size-1:0] A, B;
input mode;
output [size-1:0] SUM;
output cout;
wire [size:0] carries;
genvar k;
generate
    for (k = 0; k < size; k = k + 1) begin
        wire  b;
        xor (b, mode, B[k]);
        FullAdder Adder(carries[k], A[k], b, SUM[k], carries[k + 1]);
    end
endgenerate
assign carries[0] = mode;
assign cout = carries[size];
endmodule
`timescale 1 ns / 1 ns
module Controller(clk, rst,start, sign,  diviendLd, divisorLd, diviendLdSelect, sin, shl, addSub, ready);
input clk;
input rst;
input start;
input sign;
output reg ready, diviendLd, divisorLd, diviendLdSelect, sin, shl, addSub;
parameter Start = 0;
parameter Load = 1;
parameter Sub = 2;
parameter Add = 3;
parameter ShiftLeftZero = 4;
parameter ShiftLeftOne = 5;
parameter Restore = 6;
reg enCount,loadCount;
reg[2:0] loadInit = 3;  
wire coutCount;
	reg[2:0] ps, ns = Start;
	Counter#(3) CCcounter(clk,rst,enCount,loadCount,loadInit,coutCount);
	always@(posedge clk,posedge rst)begin
		if(rst)
			ps <= Start;
		else
			ps <= ns;
	end
	always@(ps, start, coutCount, sign) begin
		case(ps)
			Start: ns = start ? Load : Start;
			Load: ns = Sub;
			Sub: ns = Restore;
			Restore : ns = sign ? Add : ShiftLeftOne;
			Add: ns = ShiftLeftZero;
			ShiftLeftZero : ns = coutCount ? Start : Sub;
			ShiftLeftOne : ns = coutCount ? Start : Sub;
		endcase
	end
	always @(ps) begin
		{diviendLd, diviendLdSelect, divisorLd, shl, addSub, ready, enCount,loadCount, sin} = 0;
		case(ps)
			Start : ready = 1'b1;
			Load: begin diviendLd = 1'b1; divisorLd = 1'b1; diviendLdSelect = 1'b1; loadCount=1'b1; end
			Sub: begin addSub = 1'b1; diviendLdSelect = 1'b0; diviendLd = 1'b1; end
			Add: begin addSub = 1'b0; diviendLdSelect = 1'b0; diviendLd = 1'b1; end
			ShiftLeftZero: begin shl = 1'b1; enCount=1; sin = 1'b0; end
			ShiftLeftOne: begin shl = 1'b1; enCount=1; sin = 1'b1; end
		endcase
	end
endmodule
`timescale 1 ns / 1 ns
module Counter(clk,rst,en,ld,initld,co);
parameter n = 3;
input clk,rst,en,ld;
input [n-1:0] initld;
output co;
	reg [n-1:0]PO;
	always@(posedge clk,posedge rst)begin
		if(rst)
			PO <= 3'd0;
			else begin
				if(ld)
					PO <= initld;
				else
				PO <= en ? PO+1 : PO;
			end
	end
	assign co = en ? &PO : 1'b0;
endmodule
`timescale 1ns/1ns
module Divider (clk, rst, start, Dividend, Divisor, Q, R, ready);
    input clk, rst, start;
    input [9:0] Dividend;
    input [4:0] Divisor;
    output [4:0] Q, R;
    output ready;
    wire diviendLd, divisorLd, dividendSel, shl, sin, addSubSelect, sign;
    Controller controller(clk, rst,start, sign,  diviendLd, divisorLd, dividendSel, sin, shl, addSubSelect, ready);
    DataPath datapath(clk,rst,Dividend, Divisor, diviendLd, divisorLd, dividendSel, shl, sin, addSubSelect, sign, Q, R);
endmodule
`timescale 1ns/1ns
module DataPath (clk,rst,Dividend, Divisor, diviendLd, divisorLd, dividendSel, shl, sin, addSubSelect, sign, Q, R);
    input [9:0] Dividend;
    input [4:0] Divisor;
    input clk,rst,diviendLd, divisorLd, dividendSel, shl, sin, addSubSelect;
    output sign;
    output [4:0] Q, R;
    supply1 VCC;
    supply0 GND;
    wire[4:0] divisor;
    wire[5:0] AddSubResult;
    wire[9:0] dividend, dividendLoadData;
    ShiftRegister #(5) divisorReg(Divisor,clk,rst,GND,divisorLd,GND,divisor);
    ShiftRegister #(10) dividendReg(dividendLoadData,clk,rst,sin,diviendLd,shl,dividend);
    Mux #(10) mux(Dividend,{AddSubResult,dividend[3:0]},dividendSel,dividendLoadData);
    AddSub #(6) ALU(dividend[9:4],{1'b0,divisor},addSubSelect,AddSubResult);
    assign Q = dividend[4:0];
    assign R = dividend[9:5];
    assign sign = dividend[9];
endmodule 
`timescale 1ns/1ns
module FullAdder (a,b,cin,sum,co);
input a,b,cin;
output sum,co;
    wire p, g, cp;
    xor (p, a, b);
    xor (sum, p, cin);
    nand (g, a, b);
    nand (cp, p, cin);
    nand (co, g, cp);
endmodule
`timescale 1ns/1ns
module Mux (A, B, sel, Data);
    parameter size = 10;
    input [size-1:0] A, B;
    input sel;
    output [size-1:0] Data;
    assign Data = sel ? A : B;
endmodule
`timescale 1 ns / 1 ns
module ShiftRegister (PI, clk, rst, sin, ld, shl, PO);
parameter n=5;
input clk, rst, sin, ld, shl;
input[n-1:0] PI;
output reg[n-1:0] PO;
	always@(posedge clk, posedge rst)begin
		if(rst)
			PO <= 0;
		else if (ld) 
			PO <= PI;
		else if (shl) 
			PO <= {PO[n-2:0], sin};
	end
endmodule
==> tab_implementation.tex <==
% Yosys + OpenROAD metrics
\begin{tabular}{lr}
\hline
Metric & Value \\
\hline
\multicolumn{2}{l}{\textbf{Synthesis}} \\
\quad Share of flip-flops with an asynchronous set or reset after synthesis & 87.5\% \\
\quad YS chip area & 1330 µm² \\
\quad Number of enable flip-flop cells & 0 \\
\quad Count of yosys warnings during synthesis & 4 \\
\quad Mean cell area of the mapped netlist & 10.9 µm² \\
\quad Post-synthesis cell count from yosys & 122 \\
\quad Post-synthesis instance area & 1330 µm² \\
\quad Flip-flop and latch count after synthesis & 24 \\
\quad Distinct cells, synth & 38 \\
\quad Synthesized netlist cell count & 122 \\
\quad Flip-flop cell with the highest count after synthesis & dfrtp\_1 \\
\multicolumn{2}{l}{\textbf{GRT}} \\
\quad Number of global-route vias before repair & 950 \\
\quad Pin count of the biggest net entering global routing & 22 \\
\quad Number of antenna violations at the first check in global routing & 0 \\
\quad Aggregate global routing overflow & 0 \\
\quad GRT Total Usage & 12.7\% \\
\quad Global-route wire length before repair & 4280 µm \\
\multicolumn{2}{l}{\textbf{Floorplanning}} \\
\quad Core area & 4120 µm² \\
\quad Area of the die & 4690 µm² \\
\quad Die H & 68.5 µm \\
\quad Standard-cell row count & 23 \\
\quad Core Util at FP & 32.2\% \\
\quad Io pins & 29 \\
\quad Die Wd & 68.5 µm \\
\multicolumn{2}{l}{\textbf{Pwr}} \\
\quad Leakage & 0.000698 µW \\
\quad Peak ir drop on the vdd network & 0.141 mV \\
\quad Power density normalized to cell area & 290 nW/µm² \\
\multicolumn{2}{l}{\textbf{STA}} \\
\quad RSZ-0062 raised after global routing & no \\
\quad Register pins left without a clock & 3 \\
\quad Worst Max-Slew Pin Slew & 814 ps \\
\quad Min Tclk post-route & 3360 ps \\
\quad Slew headroom & 45.7\% \\
\quad Count of endpoints failing setup in the final report & 0 \\
\quad Max Transition Viols Final & 0 \\
\quad Largest clock skew in the final design & 6.47 ps \\
\quad Hold slack final & 507 ps \\
\quad Share of the clock period used by the worst path after layout & 81.9\% \\
\quad Number of unconstrained endpoints & 6 \\
\quad Final count of hold timing violations & 0 \\
\quad Fin Setup TNS & 0 ps \\
\quad FMAX & 298 MHz \\
\multicolumn{2}{l}{\textbf{Drt}} \\
\quad Ratio of routed vias to standard cells & 4.93 \\
\quad Wire length after detailed routing & 2620 µm \\
\quad Post-route ant nets & 0 \\
\quad Initial drt markers & 45 \\
\quad Mean routed wirelength per cell & 13.4 µm \\
\quad DRC violations left & 0 \\
\quad Number of detailed-routing iterations run before antenna repair & 4 \\
\quad Via count & 966 \\
\quad Number of antenna repair diodes & 0 \\
\multicolumn{2}{l}{\textbf{Job}} \\
\quad Max-capacitance violation count & 0 \\
\quad Number of OpenROAD warnings & 25 \\
\multicolumn{2}{l}{\textbf{Clocking}} \\
\quad Cts-stage hold buffer count & 0 \\
\quad CTS tree & built \\
\quad Buffer count from post-CTS setup fixing & 0 \\
\quad Post-CTS clock slew at the launch and capture registers of the worst setup and hold paths & 80 ps \\
\quad Clock buffers created by TritonCTS & 3 \\
\quad Number of gates resized after CTS & 0 \\
\quad Root Buffer & clkbuf\_8 \\
\quad Largest buffer count on any clock path & 2 \\
\quad Insertion Delay late pin & 260 ps \\
\quad Total number of H-tree levels & 1 \\
\multicolumn{2}{l}{\textbf{Critical path}} \\
\quad Register-to-Register Setup Slack & 740 ps \\
\quad Critical Path Source Type & flop \\
\quad Critical path arrival & 3500 ps \\
\quad Critical path launch point & controller.ps[1] \\
\quad Endpoint kind of the worst setup timing path & flop \\
\quad Critical setup path kind & reg2reg \\
\quad Data required time of the critical path & 4240 ps \\
\quad Worst reg2reg path startpoint & controller.ps[1] \\
\quad Maximum fanout encountered on the critical timing path & 6 \\
\multicolumn{2}{l}{\textbf{Layout}} \\
\quad Most frequent logic cell in the layout & clkdlybuf4s50\_1 \\
\quad Signed area change from the synthesized netlist to the final layout & 25.1\% \\
\quad Share of layout cells above drive strength 1 & 13.7\% \\
\quad Count of fill cells added during filler insertion & 391 \\
\quad Commonest cells after routing, fill and taps aside & 28 x clkdlybuf4s50\_1, 21 x dfrtp\_1, 11 x inv\_1 \\
\multicolumn{2}{l}{\textbf{Worst hold path}} \\
\quad Worst Min Path Start & controller.CCcounter.PO[2] \\
\quad Worst hold path class & reg2reg \\
\multicolumn{2}{l}{\textbf{Placed design}} \\
\quad Number of port buffers & 28 \\
\quad DP HPWL & 1930 µm \\
\quad Global placer's final weighted congestion & 0.853 \\
\multicolumn{2}{l}{\textbf{Status}} \\
\quad Run status & finished, final reports clean \\
\hline
\end{tabular}
layout make-up:
type	instances	area (µm²)	share of cell area [%]
Multi-Input combinational cell	75	628	37.9
Tap cell	50	62.6	3.77
Clock inverter	1	7.51	0.453
Timing Repair Buffer	31	303	18.3
Sequential cell	24	571	34.4
Inverter	12	45.0	2.72
Clock buffer	3	41.3	2.49
worst max-delay path, cell delays in order, from the launching register on:
cell,delay (ps)
dfrtp_1,360
inv_2,80
nor3_4,290
mux2i_1,150
fa_1,470
fa_1,460
fa_1,450
fa_1,490
xnor2_1,140
a211oi_1,230
o22ai_1,110
metrics by stage:
step	setup WS [ps]	power, µW	utilization (%)	area (µm²)	std cells
2_1_floorplan	696	308	-	1330	122
3_3_place_gp	763	346	39.1	1610	192
3_5_place_dp	739	346	39.1	1610	192
4_1_cts	715	486	40.3	1660	196
5_1_grt	484	513	40.3	1660	196
6_report	740	480	40.3	1660	196
layer usage:
metal	share of wire [%]	vias to the layer above	GRT usage, %
li1	-	463	-
met1	47	471	19.3
met2	45	30	19.4
met3	6.1	2	3.21
met4	1.3	0	1.30
met5	0	-	0
cell usage after synthesis, types with 2 or more instances:
library cell	count	share of area, %
o21ai_0	9	3.4
dfrtp_1	21	40
mux4_2	2	3.4
dlxtn_1	3	3.4
fa_1	4	6.0
xnor2_1	5	3.3
nor2b_1	2	0.94
nand2b_1	4	1.9
a21oi_1	3	1.1
buf_2	2	0.76
inv_1	11	3.1
ha_1	2	1.9
mux2i_1	2	1.5
a211oi_1	2	1.1
nor2_1	4	1.1
mux2_2	5	4.2
nand2_1	10	2.8
a22oi_1	4	2.3
buf_4	8	4.5
power breakdown:
part / switching [µW] / internal, µW / total [µW]
Clock: 70.4 / 68.6 / 139
Sequential: 13.6 / 221 / 234
Combinational: 38.0 / 68.7 / 107
Total: 122 / 358 / 480
state kept, by name (all words and copies together), names as in the netlist:
name and count:
controller.CCcounter.PO 3, controller.ns 3, controller.ps 3, datapath.dividendReg.PO 10, datapath.divisorReg.PO 5
cells by family (layout without fill, tap and decap cells):
| group | Yosys count | after routing | share of synthesized area (%) |
|---|---|---|---|
| muxes | 9 | 9 | 9.16 |
| AOI/OAI and AO/OA | 29 | 29 | 15.2 |
| adders and majority gates | 6 | 6 | 7.93 |
| xor gates and xnor gates | 6 | 6 | 3.97 |
| latches | 3 | 3 | 3.40 |
| DFF | 21 | 21 | 39.7 |
| buffers and inverters | 23 | 47 | 9.54 |
| and+or+nand+nor | 25 | 25 | 11.1 |
path summary, 6_finish.rpt:
path,end,depth (start not counted)
worst min register to register,controller.CCcounter.PO[2],1
min in group asynchronous,datapath.dividendReg.PO[3],2
worst min-delay path,controller.CCcounter.PO[2],1
worst max-delay path,datapath.dividendReg.PO[9],10
worst max register to register,datapath.dividendReg.PO[9],10
max in group asynchronous,datapath.dividendReg.PO[5],2
Power is estimated from default activity; no workload was simulated.
